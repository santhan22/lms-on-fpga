## /design/flow/config.mk

```make
export PLATFORM = sky130hd
export DESIGN_NAME = mac_filter
export DESIGN_NICKNAME = mac_filter
export VERILOG_FILES = /design/flow/design.v
export SDC_FILE = /design/flow/constraint.sdc
export NUM_CORES = 4
export LEC_CHECK = 1
export CORE_UTILIZATION = 50
```

## /design/flow/constraint.sdc

```tcl
current_design mac_filter

set clk_period 13.5
set clk_io_pct 0.2

create_clock -name clk0 -period $clk_period [get_ports {clk}]

set non_clock_inputs [all_inputs -no_clocks]
set_input_delay [expr $clk_period * $clk_io_pct] -clock clk0 $non_clock_inputs
set_output_delay [expr $clk_period * $clk_io_pct] -clock clk0 [all_outputs]
```

## /design/flow/run.sh

```bash
#!/bin/bash
# OpenROAD 26Q1-2900-gdf79404cd8, Yosys 0.63+post, stock flow scripts
make -C /OpenROAD-flow-scripts/flow DESIGN_CONFIG=/design/flow/config.mk WORK_HOME=/design/flow/orfs finish
```

## /design/flow/design.v

```verilog
module mac_filter (
    input clk,
    input reset,
    input [15:0] x_in,         
    input [15:0] w_in,         
    output reg [31:0] mac_out,  
    input en                   
);
    reg [31:0] mac_reg;
    always @(posedge clk or posedge reset) begin
        if (reset) begin
            mac_reg <= 32'b0;
        end else if (en) begin
            mac_reg <= mac_reg + x_in * w_in;   
        end
    end
    assign mac_out = mac_reg;
endmodule
```

==> impl_metrics.toml <==
# generated from flow reports
[outcome]
status = "finished clean"

[sta]
skew_ns = 0.00494
layout_setup_ws_ns = 4.39
fmax_mhz = 110
hold_ws_ns = 0.544
finalClockPeriodUsage_pct = 67.5
hold_viol_final = 0
worst_pin_slew_ns = 0.803
tns_ns = 0
slew_violations = 0
relSlewSlack_pct = 46.3
setup_viol = 0
rsz0062_at_grt = "no"
fin_crit_ns = 9.11

[worst_setup_path]
cp_slowest_cell = "clkdlybuf4s50_1"
crit_buf_inv = 6
path_depth = 21
crit_arrival_ns = 9.26
worstPathCellList = "clkdlybuf4s50_1, nand2_1, fa_1, inv_1, fa_1, inv_1, fa_1, inv_1, fa_1, fa_1, inv_1, fa_1, inv_1, ha_1, and3_1, a221o_1, a221oi_2, o41ai_2, a311oi_2, xor2_1, mux2i_1"
cpMostUsedCell = "fa_1"
reg2regPathDepth = 17
crit_fanout = 16
cp-start-kind = "input port"
slowest_delay_ns = 0.95
cp_top_family = "adder cells"
required_ns = 13.64
worstSetupEndpointType = "flip-flop"
crit_type = "input port to flip-flop"
ff2ff_setup_slack_ns = 8.51

[clock_network]
cts-root-buf = "clkbuf_16"
clk_pin_slew_ns = 0.05
cts_made_buffers = 5
cts_max_path_buffers = 2
insertion_delay_ns = 0.28
cts_tree = "built"
cts-resized-gates = 0
post_cts_buffers = 0
ctsHtreeMaxLevel = 2
cts.sinks = 32
postCtsHoldBufs = 0

[yosys]
synth-async-reset-ratio_pct = 100
ys_types = 50
ys_seq_share_pct = 7.48
synth-warning-count = 2
ys.flop_type = "dfrtp_1"
ys_chip_area_sq_um = 10700
syn_inst = 1213
netlist.area_leader.share_pct = 42.1
area_leaders = "fa_1 42%, ha_1 12%, inv_1 11%"
ys_ff = 32
edf_count = 0
yosys.area.top_type = "fa_1"
syn_area_sq_um = 10700
yosys_cells = 1213
synth.avg_cell_area_sq_um = 8.82

[floorplan]
core_sq_um = 21000
die_y_um = 148
ioPinCount = 67
die_w_um = 148
core.rowCount = 53
initCoreUtil_pct = 50.9
chipArea_sq_um = 22000

[drt]
num_antenna_cells = 0
drtAntennaViolNets = 0
drc_errors = 0
vias = 7573
totalWireLength_um = 24600
drt_pass1_iterations = 5
routed_via_density = 4.98
wire_per_inst_um = 16.2
drtIter0Drc = 205

[job]
warning_count = 25
maxCapViolCount = 0

[placed_design]
pre_cts_ws_ns = 4.09
dpl.hpwl_um = 20200
gp_congestion = 0.935
placed_area_sq_um = 11600
portBuffers = 66

[cells_and_area]
largest_register_ffs = 32
final_layout_size_suffix_gt1_share_pct = 3.05
final_cell_area_sq_um = 11700
area_growth_pct = 9.48

[worst_hold_path]
hp-class = "flip-flop to flip-flop"
holdPathStages = 1

[global_routing]
grt_first_pass_wirelength_um = 42100
overflow = 0
grt_start_max_net_pins = 54
track_usage_pct = 26.6
grt_pass1_vias = 8026
antenna_found_initial = 0
==> cells by family after synthesis <==
group | count (synthesis) | share of synthesized area (%)
AND-OR/OR-AND | 99 | 6.12
XOR/XNOR | 26 | 2.13
adder cells (fa/ha/maj) | 324 | 53.7
buffers and inverters | 374 | 13.1
flip-flops | 32 | 7.48
multiplexers | 16 | 1.64
AND/OR/NAND/NOR | 342 | 15.8
==> stage by stage <==
step | util, % | cells
finish | 55.7 | 1521
global route | 55.7 | 1521
detailed placement | 55.0 | 1513
CTS | 55.7 | 1521
floorplan | - | 1213
global placement | 55.0 | 1513
==> layout make-up <==
| cell class | instances | area (sq um) |
|---|---|---|
| repair buffers | 72 | 701 |
| clock buffers | 6 | 139 |
| fillers | 1946 | 9310 |
| multi-input cells | 807 | 8490 |
| flip-flops and latches | 32 | 801 |
| inverters | 327 | 1230 |
| clock inverters | 2 | 10.0 |
| well taps | 275 | 344 |
==> metal layers <==
metal | vias to the layer above | global-route usage, % | routed length [um]
met2 | 261 | 33.8 | 9500
met1 | 3662 | 47.0 | 12200
met5 | - | 0 | 0
met3 | 16 | 10.8 | 2630
li1 | 3634 | - | -
met4 | 0 | 1.96 | 220
==> path summary, 6_finish.rpt <==
path | start | end
setup / recovery | w_in[7] | mac_reg[30]
hold / removal | mac_reg[0] | mac_reg[0]
setup reg to reg | mac_reg[9] | mac_reg[28]
hold reg to reg | mac_reg[0] | mac_reg[0]
max in group asynchronous | reset | mac_reg[22]
min in group asynchronous | reset | mac_reg[14]
==> placed cells by master (no fill, tap or decap), types with 3 or more instances in the layout <==
cell | netlist | final
a41oi_1 | 4 | 4
and2_1 | 115 | 115
dfrtp_1 | 32 | 32
nand4_1 | 4 | 4
ha_1 | 99 | 99
xnor2_1 | 18 | 18
clkdlybuf4s50_1 | 0 | 65
o211ai_1 | 3 | 3
nor2b_1 | 6 | 6
a31oi_1 | 5 | 5
clkbuf_16 | 0 | 5
a211o_1 | 3 | 3
nand3_1 | 9 | 9
a21o_1 | 12 | 12
inv_1 | 327 | 327
o21bai_1 | 3 | 3
mux2i_1 | 4 | 4
nand2b_1 | 4 | 4
fa_1 | 225 | 225
and3_1 | 5 | 5
buf_4 | 0 | 6
o21ai_0 | 21 | 21
nor3b_1 | 4 | 4
nor2_1 | 14 | 14
a21oi_1 | 31 | 31
nand2_1 | 169 | 169
mux2_2 | 12 | 12
xor2_1 | 8 | 8
==> synth_stat cells (8+ instances only) <==
cell	count
inv_1	327
xnor2_1	18
a21o_1	12
clkbuf_1	45
ha_1	99
nor2_1	14
a21oi_1	31
mux2_2	12
fa_1	225
xor2_1	8
nand3_1	9
dfrtp_1	32
and2_1	115
o21ai_0	21
nand2_1	169
