**./run.sh**
```bash
#!/bin/bash
# OpenROAD 26Q1-2900-gdf79404cd8, Yosys 0.63+post, stock flow scripts
make -C /OpenROAD-flow-scripts/flow DESIGN_CONFIG=/design/flow/config.mk WORK_HOME=/design/flow/orfs finish
```
**./config.mk**
```make
export PLATFORM = sky130hd
export DESIGN_NAME = adaptation_block
export DESIGN_NICKNAME = adaptation_block
export VERILOG_FILES = /design/flow/design.v
export SDC_FILE = /design/flow/constraint.sdc
export NUM_CORES = 4
export LEC_CHECK = 1
export CORE_UTILIZATION = 30
```
**./constraint.sdc**
```tcl
current_design adaptation_block

set clk_period 1.2
set clk_io_pct 0.2

create_clock -name clk0 -period $clk_period [get_ports {clk}]

set non_clock_inputs [all_inputs -no_clocks]
set_input_delay [expr $clk_period * $clk_io_pct] -clock clk0 $non_clock_inputs
set_output_delay [expr $clk_period * $clk_io_pct] -clock clk0 [all_outputs]
```
**./design.v**
```verilog
module adaptation_block (
    input clk,
    input reset,
    input [15:0] e_in,         
    input [15:0] x_in,         
    input [15:0] w_in,         
    input [15:0] mu,           
    output reg [15:0] w_out,   
    input en                   
);
    reg [31:0] weight_update;
    always @(posedge clk or posedge reset) begin
        if (reset) begin
            w_out <= 16'b0;
        end else if (en) begin
            weight_update <= w_in + (mu * e_in * x_in) >> 16;  
            w_out <= weight_update[15:0];
        end
    end
endmodule
```
==> metrics.csv <==
stage;metric;value;unit
clocking;clock sinks;32;
critical_path;CP top delay family;adder cells;
critical_path;Critical Path End Type;register;
critical_path;CP arrival;10410;ps
layout;Top Layout Cells;inv_1, fa_1, nand2_1;
synthesis;Cell variety after synth;68;
routing;via/cell ratio;4.413;
layout;Area growth syn-to-layout;31.13;%
die;core area;70390;um^2
routing;post-route ant nets;0;
routing;drc violations;0;
routing;n_diodes;0;
sta;Setup WS post-layout;-9203;ps
clocking;H-tree Lvls;2;
place;pre-CTS WS;-10310;ps
die;DIE HEIGHT;269.3;um
synthesis;Main synth FF type;edfxtp_1;
routing;initial DRC count;538;
clocking;total CTS buffers;5;
critical_path;crit path kind;in -> reg;
layout;layout cells sized above 1;25.61;%
critical_path;Worst path max stage delay;530;ps
clocking;CTS root buffer;clkbuf_16;
hold_path;worst min path class;in -> async;
clocking;clk latency of the worst-skew pair;270;ps
sta;Final Critical Period;10400;ps
sta;RSZ-0062 raised after global routing;true;
die;Die ar.;72530;um^2
layout;most used logic cell in the final layout;inv_1;
clocking;CTS Buffer Depth;2;
global_route;All-Layer GR Usage;16.49;%
place;DP Cell Count;3649;
synthesis;Synth Seq Share;4.109;%
critical_path;origin of the critical flop-to-flop path;w_out[13];
die;Core Rows;97;
sta;# setup viols final;16;
sta;Max Clock Skew;4.665;ps
global_route;initial antenna violation count;0;
synthesis;synthesized cell area;21440;um^2
die;Die X;269.3;um
critical_path;CP Capture Point;weight_update[15];
sta;post-route clock period utilization;866.9;%
run;maximum capacitance violations;0;
synthesis;# Cells Yosys;2387;
die;I/O pin cnt;83;
synthesis;Mean Syn Cell Area;8.981;um^2
critical_path;reg2reg end;w_out[13];
critical_path;CP startpoint;mu[9];
sta;setup TNS;-139270;ps
routing;via count;16450;
place;Placer Congestion;0.8911;
routing;Total Wirelength;53.80;mm
status;status;finished, violations left;
critical_path;Crit path required time;1210;ps
synthesis;Post-Syn Instances;2387;
critical_path;critical path's slowest cell;fa_1;
global_route;vias in the first global route;18340;
clocking;Reg clk slew, reported paths;50;ps
critical_path;Critical Path Start Type;input pin;
synthesis;YS chip area;21440;um^2
run;stage-log warning count;28;
sta;Slew Limit Fails;0;
place;placed wire-length estimate;45.56;mm
sta;Worst-Margin Slew;445.5;ps
global_route;Overflow after GRT;0;
sta;Slew HR;70.21;%
place;port bufs;82;
critical_path;CP Buf/Inv Count;8;
critical_path;Worst path depth;41;
clocking;TritonCTS clock tree;yes;
sta;Fin Hold WS;372.0;ps
layout;Final Non-Filler Cells;3728;
critical_path;Reg2Reg Depth;1;
status;failing checks;setup timing;
sta;Fin. Hold Viols;0;
critical_path;most used cell, CP;fa_1;
routing;Initial DRT Pass Iterations;5;
synthesis;asr flop ratio synth;50.00;%
routing;routed len/inst;14.43;um
synthesis;Warnings, synthesis;1;
critical_path;worst-path fanout max;4;
global_route;first-pass GRT wire length;91.76;mm
global_route;largest net degree at the start of global routing;21;
synthesis;Post-synth EDFFs;16;
critical_path;reg2reg setup slack;390;ps
sta;Fmax;0.09613;GHz
synthesis;Seq cells post-synth;32;
die;FP Util;30.46;%
-- how the worst min path moves through the flow --
stage	startpoint	end	slack [ps]	depth (start not counted)
global route	reset	w_out[0]	400	3
finish	reset	w_out[2]	370	3
CTS	reset	w_out[2]	370	3
-- stage by stage --
stage	util (%)	area (um^2)
after floorplan	-	21670
after global placement	36.71	25840
after detailed placement	36.71	25840
after CTS	38.77	27290
after global routing	39.93	28110
final	39.93	28110
-- registers in the layout, indices dropped and copies added (netlist names) --
name / count
w_out: 16
weight_update: 16
-- cell families after synthesis --
logic type	count (synthesis)	share of synthesized area, %
multiplexers	17	0.8871
flip-flops	32	4.109
adder cells (fa/ha/maj)	696	58.52
buffers and inverters	706	12.43
AND/OR/NAND/NOR	751	17.05
XOR/XNOR	65	3.041
AND-OR/OR-AND	120	3.963
-- worst min-delay path, stage by stage --
cell	delay, ps
clkdlybuf4s50_1	460
inv_1	70
buf_4	230
-- area by class of cell --
class | count | area (um^2)
Inverter | 606 | 2275
Multi-Input combinational cell | 1649 | 19150
Fill cell | 6824 | 42280
Clock inverter | 1 | 5.005
Timing Repair Buffer | 493 | 4469
Sequential cell | 32 | 880.8
Clock buffer | 7 | 153.9
Tap cell | 940 | 1176
-- layer usage --
| metal | wire length [um] | vias to the layer above | part of all wire, % | GRT usage (%) |
|---|---|---|---|---|
| li1 | - | 7721 | - | - |
| met1 | 22710 | 8273 | 42 | 22.43 |
| met2 | 26320 | 375 | 49 | 27.52 |
| met3 | 3312 | 82 | 6.2 | 4.109 |
| met4 | 1456 | 0 | 2.7 | 3.230 |
| met5 | 0 | - | 0 | 0 |
-- cell usage after synthesis, types with 8 or more instances --
| master | count | share of area [%] |
|---|---|---|
| inv_1 | 606 | 11 |
| fa_1 | 511 | 48 |
| nand2_1 | 391 | 6.8 |
| and2_1 | 255 | 7.4 |
| ha_1 | 185 | 11 |
| clkbuf_1 | 90 | 1.6 |
| xnor2_1 | 45 | 1.8 |
| a21oi_1 | 36 | 0.84 |
| nor2_1 | 28 | 0.49 |
| a21o_1 | 17 | 0.60 |
| dfrtp_1 | 16 | 1.9 |
| edfxtp_1 | 16 | 2.2 |
| mux2_2 | 16 | 0.84 |
| nand2b_1 | 16 | 0.47 |
| o21ai_0 | 15 | 0.35 |
| and3_1 | 13 | 0.38 |
| nor2b_1 | 13 | 0.38 |
| xor2_1 | 13 | 0.53 |
| nor3_1 | 8 | 0.19 |
| o21a_1 | 8 | 0.28 |
-- timing repair --
| item | in CTS | in global routing |
|---|---|---|
| gates resized | 331 | 187 |
| endpoints found under the setup margin | 32 | 19 |
| hold buffers | 0 | 0 |
| pin swaps | 135 | 153 |
| buffers inserted | 58 | 33 |
| gates cloned | 2 | 1 |
