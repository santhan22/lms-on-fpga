--- flow/design.v ---
module coefficient_memory (
    input clk,
    input reset,
    input [15:0] w_in,          
    output reg [15:0] w_out,    
    input en_wr,                
    input en_rd                 
);
    reg [15:0] coeff_reg;       
    always @(posedge clk or posedge reset) begin
        if (reset) begin
            coeff_reg <= 16'b0;
        end else if (en_wr) begin
            coeff_reg <= w_in;   
        end
    end
    assign w_out = (en_rd) ? coeff_reg : 16'b0;
endmodule
--- flow/run.sh ---
#!/bin/bash
# OpenROAD 26Q1-2900-gdf79404cd8, Yosys 0.63+post, stock flow scripts
make -C /OpenROAD-flow-scripts/flow DESIGN_CONFIG=/design/flow/config.mk WORK_HOME=/design/flow/orfs finish
--- flow/config.mk ---
export PLATFORM = sky130hd
export DESIGN_NAME = coefficient_memory
export DESIGN_NICKNAME = coefficient_memory
export VERILOG_FILES = /design/flow/design.v
export SDC_FILE = /design/flow/constraint.sdc
export NUM_CORES = 4
export LEC_CHECK = 1
export CORE_AREA = 10 10 85 85
export DIE_AREA = 0 0 95 95
--- flow/constraint.sdc ---
current_design coefficient_memory

set clk_period 1.1
set clk_io_pct 0.2

create_clock -name clk0 -period $clk_period [get_ports {clk}]

set non_clock_inputs [all_inputs -no_clocks]
set_input_delay [expr $clk_period * $clk_io_pct] -clock clk0 $non_clock_inputs
set_output_delay [expr $clk_period * $clk_io_pct] -clock clk0 [all_outputs]
==> GITHUB_STEP_SUMMARY <==
## Synthesis and layout report

| Metric | Value |
|---|---|
| Mapped Cells | `52` |
| Die W | `around 95 microns` |
| Die Y | `roughly 95 microns` |
| Inserted Clock Buffers | `3` |
| Fraction of layout cells with a size suffix above 1 | `57.14%` |
| Final setup viols | `0` |
| Max Transition Viols Final | `0` |
| Core area | `5473 sq um` |
| RR Startpoint | `coeff_reg[7]` |
| Total gr overflow | `0` |
| Syn Std Cell Area | `757.0 sq um` |
| Tot GR Track Use | `around 5.2%` |
| Post-route cell area | `between 1000 and 1500 sq um` |
| Number of global-route vias before repair | `~660` |
| FP Rows | `27` |
| Number of cells in Yosys stat | `roughly 52` |
| Clock slew at reported path FFs | `0.06 ns` |
| Post-DP HPWL | `roughly 1600 microns` |
| Register share after synthesis | `between 50% and 60%` |
| Reg2Reg Depth | `3` |
| Ys Warns | `2` |
| OpenROAD warning count | `27` |
| Tally of filler cells in the layout | `approximately 580` |
| CTS sink count | `16` |
| RSZ-0062 raised after global routing | `yes` |
| Post-CTS Hold Buffers | `0` |
| Avg WL per Cell | `approximately 12 microns` |
| Final min period | `1.093 ns` |
| Area grow syn2layout | `86.78%` |
| Worst-Skew Late Latency | `roughly 0.25 ns` |
| VDD IR max | `slightly below 0.3 mV` |
| Startpoint types | `register` |
| Average size of a mapped cell | `around 15 sq um` |
| DR vias | `a little under 600` |
| FF+latch area | `roughly 400 sq um` |
| Gpl congestion | `between 0.7 and 0.8` |
| Antenna Nets Post-Route | `0` |
| Post-route setup slack | `between 0.006 and 0.007 ns` |
| Max_cap viols | `0` |
| Clk root buf | `clkbuf_8` |
| Fp_density | `13.83%` |
| Crit. End Element | `output pin` |
| Slew headroom | `approximately 90%` |
| Hold Fails Final Rpt | `0` |
| CP Max Fanout | `2` |
| I/O Buffers | `35` |
| Worst R2R Setup Slack | `roughly 0.11 ns` |
| Routed vias/inst | `~3.2` |
| Crit share post-route | `roughly 100%` |
| Critical Path RT | `0.88 ns` |
| Final WL | `2294 microns` |
| Power Density | `around 1100 nW/um^2` |
| Largest net degree at the start of global routing | `13` |
| I/O pin total | `36` |
| DP Worst Slack | `-0.5980 ns` |
| Yosys stat chip area | `757.0 sq um` |
| Initial antenna violation count | `0` |
| CP Class | `reg2out` |
| Outcome | `completed` |
| Flops after synth | `16` |
| TritonCTS clock tree | `yes` |
| Worst Hold Class | `in2async` |
| Cell Area, Placed | `about 1300 sq um` |
| Max FFs per register | `16` |
| Detailed router's first-iteration violation count | `29` |
| Ant diodes | `0` |
| Worst-margin pin slew | `0.1829 ns` |
| Clock Skew | `0 ns` |
| CTS max path bufs | `2` |
| Lkg Pwr | `a little under 0.7 nW` |
| CP Data Arrival Time | `about 0.87 ns` |
| H-Tree Depth | `1` |
| TritonRoute pass-1 iters | `4` |
| Global-route wire length before repair | `~3600 microns` |
| Worst R2R End | `coeff_reg[7]` |
| Fmax | `between 900 and 1000 MHz` |
| Library cells used by synthesis | `8` |
| Die area | `around 9000 sq um` |
| Comb. cell area | `around 330 sq um` |
| DRC | `0` |
==> cell usage after synthesis <==
cell      number  area share [%]
clkbuf_1       1            0.50
dfrtp_1       16              53
inv_1          1            0.50
mux2_2         6             8.9
buf_12         1             2.6
mux2_4        10              20
and2_1        16              13
buf_6          1             1.5
==> metrics by stage <==
stage	util [%]	instances	power, mW	TNS, ns	hold WS, ns
after floorplan	-	52	0.8138	0	0.1337
after global placement	23.16	165	1.041	-13.43	0.4839
after detailed placement	23.16	165	1.048	-13.65	0.4876
after CTS	24.92	180	1.617	-0.07114	0.3306
after global routing	25.83	184	1.708	-0.3309	0.3480
final	25.83	184	1.614	0	0.3273
==> cells by family after synthesis <==
kind of cell,after synthesis,share of synthesized area [%]
buf+inv,4,5.123
flops,16,52.89
mux,16,28.76
simple gates,16,13.22
==> how the worst max path moves through the flow <==
| stage | slack [ns] | depth (start not counted) | startpoint | to |
|---|---|---|---|---|
| final | 0.007 | 2 | coeff_reg[5] | w_out[5] |
| after global routing | -0.04 | 2 | coeff_reg[6] | w_out[6] |
| after CTS | -0.02 | 2 | coeff_reg[11] | w_out[11] |
==> layer usage <==
metal  GRT usage [%]  vias to the layer above  part of all wire [%]
li1                -                      293                     -
met1           6.445                      273                    43
met2           8.295                       18                    47
met3           2.644                        0                   9.8
met4          0.6234                        0                     0
met5               0                        -                     0
==> area by class of cell <==
type	count	area share, %
Clock buffer	4	3.894
Inverter	1	0.2655
Multi-Input combinational cell	32	23.01
Sequential cell	16	28.32
Tap cell	72	6.372
Timing Repair Buffer	59	38.14
==> report_power, final <==
| part | internal, mW | switching, mW | total [mW] |
|---|---|---|---|
| clock | 0.317 | 0.205 | 0.522 |
| sequential | 0.647 | 0.0254 | 0.673 |
| combinational | 0.314 | 0.105 | 0.419 |
| total | 1.28 | 0.336 | 1.61 |
==> cells in the final DEF, fill, tap and decap left out, drive strengths merged <==
cell type | Yosys | final
buf | 2 | 40
clkdlybuf4s50 | 0 | 17
dfrtp | 16 | 16
and2 | 16 | 16
mux2 | 16 | 16
clkbuf | 1 | 4
inv | 1 | 1
bufbuf | 0 | 1
dlygate4sd2 | 0 | 1
==> worst max-delay path, cell delays in order, from the launching register on <==
cell and delay (ns):
dfrtp_1 0.37, and2_1 0.15, buf_2 0.10
==> timing repair <==
action                                 4_1_cts  5_1_grt
endpoints found under the hold margin        0        0
pin swaps                                   15        7
gates resized                               54        5
setup endpoints to repair                   22       16
gates cloned                                 2        0
setup buffers                                9        4
Power and IR drop assume default switching activity.
